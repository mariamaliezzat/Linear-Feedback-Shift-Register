--- ./run.sh ---
#!/bin/bash
# OpenROAD 26Q1-2900-gdf79404cd8, Yosys 0.63+post, stock flow scripts
make -C /OpenROAD-flow-scripts/flow DESIGN_CONFIG=/design/flow/config.mk WORK_HOME=/design/flow/orfs finish
--- ./config.mk ---
export PLATFORM = sky130hd
export DESIGN_NAME = counter
export DESIGN_NICKNAME = counter
export VERILOG_FILES = /design/flow/design.v
export SDC_FILE = /design/flow/constraint.sdc
export NUM_CORES = 4
export LEC_CHECK = 1
export CORE_AREA = 10 10 110 110
export DIE_AREA = 0 0 120 120
--- ./constraint.sdc ---
current_design counter

set clk_period 8.3
set clk_io_pct 0.2

create_clock -name clk0 -period $clk_period [get_ports {clk}]

set non_clock_inputs [all_inputs -no_clocks]
set_input_delay [expr $clk_period * $clk_io_pct] -clock clk0 $non_clock_inputs
set_output_delay [expr $clk_period * $clk_io_pct] -clock clk0 [all_outputs]
--- ./design.v ---
    module counter (
                      input                   clk    ,     
                      output                  stop
    );
    integer  counter =0;
    assign stop = (counter >=4'b1000) ;
    always @(posedge clk) begin
        if (counter != 4'b1000) begin
           counter <= counter + 4'b0001 ; 
        end 
    end
    endmodule
==> Slide: Implementation Results <==
Run Summary

Outcome
  – Status: finished, final reports clean

Yosys
  – YS warnings: 1
  – Synth async-reset ratio: 0%
  – Seq share, synth: between 50% and 60%
  – Mapped Area: between 0.0015 and 0.002 mm^2
  – Yosys Chip Area: approximately 0.0017 mm^2
  – Ys flop type: edfxtp_1
  – Post-synthesis cell count from yosys: ~140
  – Synth flops: 32
  – Count of cell types in the netlist: 23
  – EDFF count, synth: 32
  – Cells after Synth: around 140
  – Syn Area/Cell: about 13 um^2

CTS
  – CTS Root Buffer Type: clkbuf_8
  – Clk pin slew, worst setup/hold paths: 70 ps
  – Clk sinks: 32
  – Setup bufs post-CTS: 0
  – Hold Buf Count CTS: 0
  – Clk buf depth: 2
  – Resized Gates After CTS: 0
  – Num CTS Buffers: 5
  – Max H-tree Level: 2
  – CTS tree: done
  – Worst skew pair latency: around 280 ps

Power
  – Share of total power in the clock network: between 40% and 50%
  – Combinational share of power: 0%
  – Cell Pwr Density: 160 mW/mm^2
  – VDD IR max: 0.0508 mV
  – Seq pwr share: between 50% and 60%
  – Sw frac: around 18%
  – Power Internal: between 0.2 and 0.3 mW
  – Pleak: 0.650 nW
  – Net Sw Power: approximately 0.056 mW
  – Power consumption: between 0.3 and 0.4 mW

Timing
  – Max_slew headroom: between 40 and 50%
  – Clock skew: approximately 6.3 ps
  – Final setup viols: 0
  – Final hold slack: 605 ps
  – Min Clock Period, post-route: around 3700 ps
  – Maximum clock rate: ~0.27 GHz
  – Slew Viols, Final: 0
  – Tightest Pin Transition: 783 ps
  – RSZ-0062 raised after global routing: false
  – Final TNS setup: 0 ps
  – Final Hold Violation Tally: 0
  – Cycle use final: about 44%

Global route
  – GRT Residual Overflow: 0
  – Vias in the first global route: 1,048
  – First-pass GRT wire length: ~5.1 mm
  – Pin count of the biggest net entering global routing: 19
  – Initial antenna violation count: 0
  – Tot GR Track Use: under 10%

Routing
  – Routed WL: slightly below 3 mm
  – DRT antenna net count: 0
  – Vias per inst: approximately 3.9
  – DR iter-0 viols: roughly 90
  – DRC: 0
  – Ant diodes: 0
  – DRT Pass-1 Iters: 5
  – Avg WL per Cell: roughly 11 um
  – Vias: 1,066

Worst setup path
  – Required time of the critical path: about 6600 ps
  – Critical path type: register to output pin
  – Crit path DAT: between 2000 and 2500 ps
  – Worst setup SP type: register
  – Critical Path Fanout Max: 6
  – CP Capture Type: output pin

Job
  – Max Cap Viol: 0
  – OpenROAD warnings: 26

Placement
  – DPL Wire Length: about 2 mm
  – Buffers on Ports: 1
  – Routability cong.: 0.822

Cells and area
  – Max reg flops: 32
  – Share of cells above drive strength 1: 8.39%
  – Syn-to-layout area delta: 16.3%
  – Logic area: slightly above 700 um^2
  – FF/Latch Area: about 960 um^2
  – Reg with most FFs: counter
  – Biggest regs: counter (32)
  – Filler cells: roughly 1,100
  – Util after Layout: between 20% and 30%

Die
  – Rows: 36
  – Die area: roughly 0.014 mm^2
  – Die H: 120 um
  – Core area: approximately 0.01 mm^2
  – Init Core Util: 17.4%
  – Die Width: 120 um
  – Io pins: 2

Hold path
  – Worst min path class: register to register
## per-stage QoR
stage,setup WS [ps],cell area (um^2),instances
final,4630,1980,276
after global routing,4460,1980,276
after CTS,4590,1980,276
after detailed placement,4890,1880,268
after global placement,4860,1880,268
after floorplan,5480,1710,136
## critical path, cell delays in order, from the launching register on
cell and delay, ps:
edfxtp_1 510, nor4_1 310, nand4_1 130, or3_1 380, clkdlybuf4s50_1 410
## path summary, 6_finish.rpt
check               from     endpoint  slack (ps)  depth (start not counted)
min reg2reg  counter[31]  counter[31]         600                          1
min          counter[31]  counter[31]         600                          1
max           counter[8]         stop        4630                          4
max reg2reg   counter[8]  counter[13]        5830                          4
## per-layer routing
metal / wire length (um) / global-route usage [%] / part of all wire (%)
met2: 1210 / 5.78 / 41
met4: 26 / 0.452 / 0.88
met5: 0 / 0 / 0
met1: 1580 / 6.45 / 54
met3: 132 / 1.52 / 4.5
## synth_stat cells (2+ instances only)
cell type / number / area, um^2
ha_1: 2 / 25.0
nand2_1: 9 / 33.8
nor2_1: 4 / 15.0
inv_1: 3 / 11.3
clkbuf_1: 2 / 7.51
and3_1: 5 / 31.3
nor4_4: 2 / 42.5
xnor2_1: 24 / 210
nand3_1: 14 / 70.1
xor2_1: 6 / 52.6
edfxtp_1: 32 / 961
nor4_1: 9 / 56.3
nand4b_1: 2 / 17.5
nand4_1: 11 / 68.8
and4_1: 3 / 26.3
## final cells by class
type	instances	share of cell area, %
clock inverters	3	1.89
inverters	3	0.568
well taps	133	8.39
flip-flops and latches	32	48.5
multi-input cells	98	36.3
repair buffers	2	0.883
clock buffers	5	3.47
## placed cells by master, fill, tap and decap left out, types with 2 or more instances in the layout
cell,n
edfxtp_1,32
xnor2_1,24
nand3_1,14
nand4_1,11
nand2_1,9
nor4_1,9
xor2_1,6
and3_1,5
clkbuf_8,5
nor2_1,4
and4_1,3
inv_1,3
nor4_4,2
nand4b_1,2
ha_1,2
clkinv_1,2
## power by group through the flow
stage / sequential, mW / combinational [mW] / clock (mW)
CTS: 0.175 / 0.000000224 / 0.148
global route: 0.175 / 0.000000224 / 0.155
finish: 0.175 / 0.000000224 / 0.143
## cell families (layout without fill, tap and decap cells)
kind of cell             after synthesis  after routing  share of synthesized area, %
buffers and inverters                  6             13                          1.39
flip-flops                            32             32                          56.3
adder cells (fa/ha/maj)                2              2                          1.47
AND/OR/NAND/NOR                       66             66                          25.4
XOR/XNOR                              30             30                          15.4
Power figures rest on the tool's default switching activity, not on a simulated workload.
